`design/flow/run.sh`:
```
#!/bin/bash
# OpenROAD 26Q1-2900-gdf79404cd8, Yosys 0.63+post, stock flow scripts
make -C /OpenROAD-flow-scripts/flow DESIGN_CONFIG=/design/flow/config.mk WORK_HOME=/design/flow/orfs finish
```
`design/flow/config.mk`:
```
export PLATFORM = sky130hd
export DESIGN_NAME = mux16
export DESIGN_NICKNAME = mux16
export VERILOG_FILES = /design/flow/design.v
export SDC_FILE = /design/flow/constraint.sdc
export NUM_CORES = 4
export LEC_CHECK = 1
export CORE_AREA = 10 10 114 114
export DIE_AREA = 0 0 124 124
```
`design/flow/constraint.sdc`:
```
current_design mux16

set clk_period 3.9
set clk_io_pct 0.2

create_clock -name clk0 -period $clk_period

set non_clock_inputs [all_inputs -no_clocks]
set_input_delay [expr $clk_period * $clk_io_pct] -clock clk0 $non_clock_inputs
set_output_delay [expr $clk_period * $clk_io_pct] -clock clk0 [all_outputs]
```
`design/flow/design.v`:
```
package lc3b_types;
typedef logic [3:0] lc3b_if_id;
typedef logic [3:0] lc3b_reorder_id;
typedef logic [2:0] lc3b_rs_add_id;
typedef logic [2:0] lc3b_rs_ld_id;
typedef logic [1:0] lc3b_exec_hit;
typedef logic [2:0] lc3b_fetch_offset;
typedef logic [15:0] lc3b_word;
typedef logic  [7:0] lc3b_byte;
typedef logic 	[10:0] lc3b_offset11;
typedef logic  [8:0] lc3b_offset9;
typedef logic  [5:0] lc3b_offset6;
typedef logic	[4:0] lc3b_imm5;
typedef logic	[3:0] lc3b_imm4;
typedef logic 	[7:0] lc3b_trap_vec;
typedef logic  [2:0] lc3b_reg;
typedef logic  [2:0] lc3b_nzp;
typedef logic  [1:0] lc3b_mem_wmask;
typedef logic 	lc3b_index1;
typedef logic 	lc3b_index6;
typedef logic 	lc3b_index5;
typedef logic  lc3b_index12;
typedef logic 	[127:0] lc3b_mem_data;
typedef logic	[127:0] lc3b_16bytes;
typedef logic 	[2:0]	lc3b_c_index;
typedef logic 	[3:0]	lc3b_c_offset;
typedef logic 	[8:0]	lc3b_c_tag;
typedef logic 	[3:0]	lc3b_dc_index;
typedef logic 	[4:0]	lc3b_dc_offset;
typedef logic 	[6:0]	lc3b_dc_tag;
typedef logic	[10:0] lc3b_mpnc_tag;
typedef logic	[255:0] lc3b_32bytes;
typedef logic	[31:0] lc3b_32bits;
typedef enum bit [3:0] {
    op_add  = 4'b0001,
    op_and  = 4'b0101,
    op_br   = 4'b0000,
    op_jmp  = 4'b1100,    
    op_jsr  = 4'b0100,    
    op_ldb  = 4'b0010,
    op_ldi  = 4'b1010,
    op_ldr  = 4'b0110,
    op_lea  = 4'b1110,
    op_not  = 4'b1001,
    op_rti  = 4'b1000,
    op_shf  = 4'b1101,
    op_stb  = 4'b0011,
    op_sti  = 4'b1011,
    op_str  = 4'b0111,
    op_trap = 4'b1111
} lc3b_opcode;
typedef enum bit [3:0] {
    alu_add,
    alu_and,
    alu_not,
    alu_pass,
    alu_sll,
    alu_srl,
    alu_sra
} lc3b_aluop;
typedef enum bit [1:0] {
    alu_type,
    load_type,
    store_type,
    br_type
} lc3b_op_type;
typedef struct packed{
	lc3b_opcode opcode;
	lc3b_word address;
	lc3b_word vj;
	lc3b_word vk;
	lc3b_reorder_id qj;
	lc3b_reorder_id qk;
	lc3b_reorder_id qdest;
	logic ready;
}lc3b_ctl_word;
typedef struct packed{
    lc3b_word data;
    lc3b_reorder_id qdest;
    lc3b_nzp cc;
    logic modifies_cc;       
}lc3b_word_plus;
typedef struct packed{
    lc3b_opcode opcode;
    lc3b_word value;
    lc3b_reg dest_reg;
	 lc3b_word address;
    lc3b_nzp cc;
    logic modifies_cc;       
	 logic valid;
	 logic writes_reg;
	 logic writes_mem;
}lc3b_reord_buf_line;
typedef struct packed{
    lc3b_opcode opcode;
    lc3b_word value;
	 lc3b_reg dest_reg;
	 lc3b_word address;
	 logic modifies_cc;
}lc3b_IF_to_reord;
typedef struct packed{
	lc3b_word instr;
	lc3b_ctl_word ctl_word;
}lc3b_if_line_word;
endpackage : lc3b_types
module mux16 #(parameter width = 16)
(	input [3:0] sel,
	input [width-1:0] a0,a1,a2,a3,b0,b1,b2,b3,c0,c1,c2,c3,d0,d1,d2,d3,
	output logic [width-1:0] f
);
always_comb
begin
	case(sel)
		4'b0000: f = a0;
		4'b0001: f = a1;
		4'b0010: f = a2;
		4'b0011: f = a3;
		4'b0100: f = b0;
		4'b0101: f = b1;
		4'b0110: f = b2;
		4'b0111: f = b3;
		4'b1000: f = c0;
		4'b1001: f = c1;
		4'b1010: f = c2;
		4'b1011: f = c3;
		4'b1100: f = d0;
		4'b1101: f = d1;
		4'b1110: f = d2;
		4'b1111: f = d3;
		default: ;
	endcase
end
endmodule
```
==> report_table.html <==
<h2>Synthesis and place &amp; route</h2>
<table>
<tr><th>Metric</th><th>Value</th></tr>
<tr><th colspan="2">Die</th></tr>
<tr><td>Core box area</td><td>0.01042 mm²</td></tr>
<tr><td>Share of the core filled by cells before placement</td><td>20.97%</td></tr>
<tr><td>Count of standard-cell rows</td><td>37</td></tr>
<tr><td>Overall die height</td><td>124 µm</td></tr>
<tr><td>Die outline area</td><td>0.01538 mm²</td></tr>
<tr><td>Top-Level Pins</td><td>276</td></tr>
<tr><td>Die width</td><td>124 µm</td></tr>
<tr><th colspan="2">Clock network</th></tr>
<tr><td>Quantity of gates resized following cts</td><td>0</td></tr>
<tr><td>Setup Fix Bufs, Post-CTS</td><td>0</td></tr>
<tr><td>Post-cts hold-fix buffer tally</td><td>0</td></tr>
<tr><th colspan="2">Layout</th></tr>
<tr><td>Combined flip-flop and latch cell area</td><td>0 µm²</td></tr>
<tr><td>MI comb area</td><td>0.001952 mm²</td></tr>
<tr><td>Layout clock buffer count</td><td>0</td></tr>
<tr><td>Filler cell count</td><td>1,066</td></tr>
<tr><td>End-of-flow core utilization</td><td>48.66%</td></tr>
<tr><td>Flop Count</td><td>0</td></tr>
<tr><td>Non-filler cells, final</td><td>721</td></tr>
<tr><td>Proportion of layout cells with a drive suffix above 1</td><td>8.205%</td></tr>
<tr><td>Layout overhead on the synthesized area</td><td>132.0%</td></tr>
<tr><th colspan="2">Job</th></tr>
<tr><td>Max capacitance violation total</td><td>0</td></tr>
<tr><td>Number of warning messages in the logs</td><td>32</td></tr>
<tr><th colspan="2">Logic synthesis</th></tr>
<tr><td>Gate Count Post-Synth</td><td>326</td></tr>
<tr><td>Synth warn</td><td>1</td></tr>
<tr><td>Top logic cell family in the synthesized netlist</td><td>AND-OR/OR-AND gates</td></tr>
<tr><td>Mapped Area</td><td>0.002185 mm²</td></tr>
<tr><td>Adder-Cell Fraction of Synth Area</td><td>0%</td></tr>
<tr><td>XOR Share, Synth</td><td>0%</td></tr>
<tr><td>Post-synth mux share</td><td>9.565%</td></tr>
<tr><td>Sequential cell area fraction in the yosys report</td><td>0%</td></tr>
<tr><td>Most frequent cell after synthesis</td><td>sky130_fd_sc_hd__a22oi_1</td></tr>
<tr><td>Library cell occupying the most area in the post-synthesis netlist</td><td>sky130_fd_sc_hd__a22oi_1</td></tr>
<tr><td>Share of Yosys cell area claimed by the top area cell type</td><td>18.56%</td></tr>
<tr><td>Area of the synthesized netlist per yosys stat</td><td>0.002185 mm²</td></tr>
<tr><td>Average cell area after synthesis</td><td>6.701 µm²</td></tr>
<tr><td>Area share of and/or/nand/nor cells after synthesis</td><td>19.30%</td></tr>
<tr><td>Top cells by instance count after synthesis</td><td>sky130_fd_sc_hd__a22oi_1, sky130_fd_sc_hd__nand2_1, sky130_fd_sc_hd__nor2_1, sky130_fd_sc_hd__buf_2</td></tr>
<tr><td>Distinct cell type count of the synthesized netlist</td><td>41</td></tr>
<tr><td>Top cells by area, synth</td><td>sky130_fd_sc_hd__a22oi_1, sky130_fd_sc_hd__mux2_2, sky130_fd_sc_hd__a22o_1, sky130_fd_sc_hd__a221oi_1, sky130_fd_sc_hd__nand2_1</td></tr>
<tr><td>AND-OR/OR-AND Cells, Area Fraction</td><td>60.25%</td></tr>
<tr><td>Number of cells in the yosys synthesis report</td><td>326</td></tr>
<tr><th colspan="2">Pwr</th></tr>
<tr><td>Maximum ir drop on the vdd rail</td><td>59.85 µV</td></tr>
<tr><td>Total chip power</td><td>555.5 µW</td></tr>
<tr><td>Static Leak</td><td>1.850 nW</td></tr>
<tr><td>Pwr/cell area</td><td>109.6 mW/mm²</td></tr>
<tr><th colspan="2">Route</th></tr>
<tr><td>First-pass iteration count of the detailed router</td><td>5</td></tr>
<tr><td>Routed vias</td><td>3,793</td></tr>
<tr><td>Via density</td><td>5.261</td></tr>
<tr><td>Count of routing violations after the opening detailed-route iteration</td><td>327</td></tr>
<tr><td>Antenna Nets Post-Route</td><td>0</td></tr>
<tr><td>Detail-routed net length per standard cell</td><td>24.54 µm</td></tr>
<tr><td># DRC</td><td>0</td></tr>
<tr><td>Number of antenna diodes</td><td>0</td></tr>
<tr><td>Total length of routed wires</td><td>17,690 µm</td></tr>
<tr><th colspan="2">STA</th></tr>
<tr><td>Achievable clock frequency</td><td>269.3 MHz</td></tr>
<tr><td>Sum of negative setup slack</td><td>0 ps</td></tr>
<tr><td>Final clock period utilization by the worst path</td><td>95.20%</td></tr>
<tr><td>Hold WS</td><td>2531 ps</td></tr>
<tr><td>RSZ-0062 raised after global routing</td><td>no</td></tr>
<tr><td>Transition time at the pin with the least slew margin</td><td>498.5 ps</td></tr>
<tr><td>Final-report setup violation count</td><td>0</td></tr>
<tr><td>Clock period minus worst slack</td><td>3713 ps</td></tr>
<tr><td>Number of pins with negative max-slew slack in the final report</td><td>0</td></tr>
<tr><td>Count of endpoints failing hold in the final timing report</td><td>0</td></tr>
<tr><td>Max transition margin</td><td>66.62%</td></tr>
<tr><th colspan="2">GRT</th></tr>
<tr><td>Antenna violations before repair</td><td>0</td></tr>
<tr><td>Global-route wire length before repair</td><td>25,650 µm</td></tr>
<tr><td>Largest net degree at the start of global routing</td><td>26</td></tr>
<tr><td>Global-route usage over all layers</td><td>21.75%</td></tr>
<tr><td>Vias in the first global route</td><td>3,918</td></tr>
<tr><td>Total grt overflow</td><td>0</td></tr>
<tr><th colspan="2">Critical path</th></tr>
<tr><td>CP endpoint kind</td><td>primary output</td></tr>
<tr><td>Peak fanout along the critical path</td><td>23</td></tr>
<tr><td>Element type at the critical path start</td><td>input port</td></tr>
<tr><td>Data required, critical path</td><td>3120 ps</td></tr>
<tr><td>Critical path data arrival time</td><td>2930 ps</td></tr>
<tr><td>CP Class</td><td>in -&gt; out</td></tr>
<tr><th colspan="2">Placed design</th></tr>
<tr><td>Last weighted congestion value of the routability-driven placer</td><td>0.9337</td></tr>
<tr><td>Count of placed standard cells including taps</td><td>721</td></tr>
<tr><td>Total half-perimeter wirelength after legalization and detailed placement</td><td>15,390 µm</td></tr>
<tr><td>PortBufs</td><td>276</td></tr>
<tr><th colspan="2">Run status</th></tr>
<tr><td>Run status</td><td>finished clean</td></tr>
<tr><th colspan="2">Worst hold path</th></tr>
<tr><td>Type of the tightest min-delay check</td><td>in -&gt; out</td></tr>
</table>
[worst paths after layout]
check / to / depth (start not counted) / from
worst min-delay path: f[4] / 4 / a0[4]
worst max-delay path: f[11] / 7 / sel[0]
[metal layers]
metal	up-vias	GRT usage [%]	wire length, µm
met5	-	0	0
met3	2	5.372	1668
met2	178	36.82	8763
met4	0	0.4317	34
li1	1848	-	-
met1	1765	29.00	7226
[per-stage QoR]
step | cell area, µm² | worst slack (ps)
4_1_cts | 5064 | 140.7
2_1_floorplan | 2185 | 1184
6_report | 5069 | 187.1
3_3_place_gp | 5064 | 175.8
3_5_place_dp | 5064 | 144.6
5_1_grt | 5069 | 20.50
[report_power, final]
group / internal [mW] / switching (mW) / total (mW)
Combinational: 0.370 / 0.186 / 0.555
Sequential: 0 / 0 / 0
Clock: 0 / 0 / 0
Total: 0.370 / 0.186 / 0.555
[cell usage in the layout (no fill, tap or decap), types with 4 or more instances in the layout]
cell type / n
sky130_fd_sc_hd__a211o_1: 12
sky130_fd_sc_hd__a211oi_1: 4
sky130_fd_sc_hd__a21oi_1: 17
sky130_fd_sc_hd__a221oi_1: 14
sky130_fd_sc_hd__a22o_1: 16
sky130_fd_sc_hd__a22oi_1: 54
sky130_fd_sc_hd__a31oi_1: 17
sky130_fd_sc_hd__and3_1: 6
sky130_fd_sc_hd__buf_2: 4
sky130_fd_sc_hd__buf_4: 23
sky130_fd_sc_hd__clkdlybuf4s50_1: 272
sky130_fd_sc_hd__mux2_2: 13
sky130_fd_sc_hd__mux2i_1: 4
sky130_fd_sc_hd__nand2_1: 32
sky130_fd_sc_hd__nor2_1: 32
sky130_fd_sc_hd__o22ai_1: 13
sky130_fd_sc_hd__o2bb2ai_1: 12
[final cells by class]
cell class                      instances  area share, %
Timing Repair Buffer                  300          57.91
Inverter                                3         0.2222
Tap cell                              136          3.357
Multi-Input combinational cell        282          38.51
[cell families after synthesis]
kind of cell,count (synthesis)
buffers and inverters,44
multiplexers,18
AND/OR/NAND/NOR,89
AND-OR/OR-AND,175
[critical path, cell delays in order]
cell	delay (ps)
sky130_fd_sc_hd__buf_2	80
sky130_fd_sc_hd__buf_4	250
sky130_fd_sc_hd__nor2b_2	300
sky130_fd_sc_hd__and2_1	430
sky130_fd_sc_hd__a221oi_1	210
sky130_fd_sc_hd__a31oi_1	340
sky130_fd_sc_hd__clkdlybuf4s50_1	530
Power is estimated from default activity; no workload was simulated.
