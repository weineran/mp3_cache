**run.sh**
```bash
#!/bin/bash
# OpenROAD 26Q1-2900-gdf79404cd8, Yosys 0.63+post, stock flow scripts
make -C /OpenROAD-flow-scripts/flow DESIGN_CONFIG=/design/flow/config.mk WORK_HOME=/design/flow/orfs finish
```
**config.mk**
```make
export PLATFORM = sky130hd
export DESIGN_NAME = mux32
export DESIGN_NICKNAME = mux32
export VERILOG_FILES = /design/flow/design.v
export SDC_FILE = /design/flow/constraint.sdc
export NUM_CORES = 4
export LEC_CHECK = 1
export CORE_AREA = 10 10 210 210
export DIE_AREA = 0 0 220 220
```
**constraint.sdc**
```tcl
current_design mux32

set clk_period 12.2
set clk_io_pct 0.2

create_clock -name clk0 -period $clk_period

set non_clock_inputs [all_inputs -no_clocks]
set_input_delay [expr $clk_period * $clk_io_pct] -clock clk0 $non_clock_inputs
set_output_delay [expr $clk_period * $clk_io_pct] -clock clk0 [all_outputs]
```
**design.v**
```verilog
package lc3b_types;
typedef logic [3:0] lc3b_if_id;
typedef logic [3:0] lc3b_reorder_id;
typedef logic [2:0] lc3b_rs_add_id;
typedef logic [2:0] lc3b_rs_ld_id;
typedef logic [1:0] lc3b_exec_hit;
typedef logic [2:0] lc3b_fetch_offset;
typedef logic [15:0] lc3b_word;
typedef logic  [7:0] lc3b_byte;
typedef logic 	[10:0] lc3b_offset11;
typedef logic  [8:0] lc3b_offset9;
typedef logic  [5:0] lc3b_offset6;
typedef logic	[4:0] lc3b_imm5;
typedef logic	[3:0] lc3b_imm4;
typedef logic 	[7:0] lc3b_trap_vec;
typedef logic  [2:0] lc3b_reg;
typedef logic  [2:0] lc3b_nzp;
typedef logic  [1:0] lc3b_mem_wmask;
typedef logic 	lc3b_index1;
typedef logic 	lc3b_index6;
typedef logic 	lc3b_index5;
typedef logic  lc3b_index12;
typedef logic 	[127:0] lc3b_mem_data;
typedef logic	[127:0] lc3b_16bytes;
typedef logic 	[2:0]	lc3b_c_index;
typedef logic 	[3:0]	lc3b_c_offset;
typedef logic 	[8:0]	lc3b_c_tag;
typedef logic 	[3:0]	lc3b_dc_index;
typedef logic 	[4:0]	lc3b_dc_offset;
typedef logic 	[6:0]	lc3b_dc_tag;
typedef logic	[10:0] lc3b_mpnc_tag;
typedef logic	[255:0] lc3b_32bytes;
typedef logic	[31:0] lc3b_32bits;
typedef enum bit [3:0] {
    op_add  = 4'b0001,
    op_and  = 4'b0101,
    op_br   = 4'b0000,
    op_jmp  = 4'b1100,    
    op_jsr  = 4'b0100,    
    op_ldb  = 4'b0010,
    op_ldi  = 4'b1010,
    op_ldr  = 4'b0110,
    op_lea  = 4'b1110,
    op_not  = 4'b1001,
    op_rti  = 4'b1000,
    op_shf  = 4'b1101,
    op_stb  = 4'b0011,
    op_sti  = 4'b1011,
    op_str  = 4'b0111,
    op_trap = 4'b1111
} lc3b_opcode;
typedef enum bit [3:0] {
    alu_add,
    alu_and,
    alu_not,
    alu_pass,
    alu_sll,
    alu_srl,
    alu_sra
} lc3b_aluop;
typedef enum bit [1:0] {
    alu_type,
    load_type,
    store_type,
    br_type
} lc3b_op_type;
typedef struct packed{
	lc3b_opcode opcode;
	lc3b_word address;
	lc3b_word vj;
	lc3b_word vk;
	lc3b_reorder_id qj;
	lc3b_reorder_id qk;
	lc3b_reorder_id qdest;
	logic ready;
}lc3b_ctl_word;
typedef struct packed{
    lc3b_word data;
    lc3b_reorder_id qdest;
    lc3b_nzp cc;
    logic modifies_cc;       
}lc3b_word_plus;
typedef struct packed{
    lc3b_opcode opcode;
    lc3b_word value;
    lc3b_reg dest_reg;
	 lc3b_word address;
    lc3b_nzp cc;
    logic modifies_cc;       
	 logic valid;
	 logic writes_reg;
	 logic writes_mem;
}lc3b_reord_buf_line;
typedef struct packed{
    lc3b_opcode opcode;
    lc3b_word value;
	 lc3b_reg dest_reg;
	 lc3b_word address;
	 logic modifies_cc;
}lc3b_IF_to_reord;
typedef struct packed{
	lc3b_word instr;
	lc3b_ctl_word ctl_word;
}lc3b_if_line_word;
endpackage : lc3b_types
module mux32 #(parameter width = 16)
(	input [4:0] sel,
	input [width-1:0] a0,a1,a2,a3,a4,a5,a6,a7,b0,b1,b2,b3,b4,b5,b6,b7,c0,c1,c2,c3,c4,c5,c6,c7,d0,d1,d2,d3,d4,d5,d6,d7,
	output logic [width-1:0] f
);
always_comb
begin
	case(sel)
		5'b00000: f = a0;
		5'b00001: f = a1;
		5'b00010: f = a2;
		5'b00011: f = a3;
		5'b00100: f = a4;
		5'b00101: f = a5;
		5'b00110: f = a6;
		5'b00111: f = a7;
		5'b01000: f = b0;
		5'b01001: f = b1;
		5'b01010: f = b2;
		5'b01011: f = b3;
		5'b01100: f = b4;
		5'b01101: f = b5;
		5'b01110: f = b6;
		5'b01111: f = b7;
		5'b10000: f = c0;
		5'b10001: f = c1;
		5'b10010: f = c2;
		5'b10011: f = c3;
		5'b10100: f = c4;
		5'b10101: f = c5;
		5'b10110: f = c6;
		5'b10111: f = c7;
		5'b11000: f = d0;
		5'b11001: f = d1;
		5'b11010: f = d2;
		5'b11011: f = d3;
		5'b11100: f = d4;
		5'b11101: f = d5;
		5'b11110: f = d6;
		5'b11111: f = d7;
		default: ;
	endcase
end
endmodule
```
==> deck_impl_summary.md <==
Run Summary

Detailed routing
  • DRT antenna net count: 0
  • DR DRC count: 0
  • Routed length per instance: around 30 µm
  • Pre-Repair DR Iteration Count: 7
  • Iter 0 DRT Violations: 738
  • Final WL: 49.6 mm
  • Vias per inst: roughly 4.8
  • Via count: 8033

Yosys
  • Top cells by area: nand3_1, mux2_2, mux2i_1
  • XOR Share, Synth: 0%
  • Adder Share, Synth: 0%
  • Cells in synth_stat.txt: 657
  • AO/OA Area Share: between 20 and 30%
  • YS warnings: 1
  • Area leader share: 15.9%
  • MUX area fraction: 19.0%
  • AND/OR/NAND/NOR Cells, Area Fraction: roughly two fifths
  • Average size of a mapped cell: 6.86 µm²
  • Synthesized cell area: 4510 µm²
  • Area leader, netlist: nand3_1
  • Post-synth seq share: 0%
  • Yosys chip area: 4510 µm²
  • Synth cell types: 57
  • Gate Count Post-Synth: 657
  • Top logic family: simple AND/OR/NAND/NOR gates

Cells and area
  • Flop count: 0
  • Clock buffers: 0
  • Final core occ: 25.9%
  • Reg area: 0 µm²
  • P&R area growth vs syn: 128%
  • Share of cells above drive strength 1: 7.81%
  • Finished Cell Area: slightly above 10000 µm²

STA
  • Unrepaired setup endpoints after global routing: false
  • Slew @ Worst Pin: 0.879 ns
  • Max-slew violation count: 0
  • Tcrit/Tclk final: a little over two thirds
  • Slew margin rel.: about 40%
  • Final setup viols: 0
  • Final TNS setup: 0 ns
  • Final min period: 8.57 ns
  • Final hold violation count: 0
  • FMAX: 117 MHz

Worst hold path
  • Worst hold stages: 4
  • Min-delay worst type: in -> out

Floorplan
  • Core region area: 39600 µm²
  • Core Rows: roughly 73
  • Die width: 220 µm
  • FP Util: 11.4%
  • I/O Pins: between 500 and 600
  • Die Y: 220 µm
  • Die Size: 48400 µm²

Clock tree
  • # resized after CTS: 0
  • Post-CTS setup buffer count: 0
  • Post-CTS Hold Fix Bufs: 0

Critical path
  • Req. time, crit path: 9.76 ns
  • Crit path capture type: output pin
  • Startpoint Class: input port
  • Crit path max fanout: 32
  • WS Path Type: in -> out
  • CP Cell Sequence: buf_2, buf_4, nor2_4, buf_4, and3_1, a2111oi_0, nand4_1, o22a_1, clkdlybuf4s50_1
  • Crit path depth: 9
  • CP delay by family, top: buffers and inverters
  • Slowest stage delay, CP: 0.81 ns
  • Buf/Inv on CP: 4
  • CP Data Arrival Time: 6.13 ns
  • Critical-path top delay cell: a2111oi_0
  • Most used cell, CP: buf_4

Global route
  • First-pass GRT wire length: 65.9 mm
  • Gr usage total: a little under 20%
  • Initial antenna violation count: 14
  • Vias in the first global route: 8539
  • Largest net degree at the start of global routing: 44
  • Global route overflow: 0

Job
  • Tool warnings: 32
  • Max-cap viol count: 0

Placed design
  • Dpl hpwl: ~42 mm
  • Placed cell areas: 10300 µm²
  • IO Port Bufs: approximately 530
  • Placer Congestion: 0.937

Pwr
  • Sequential fraction of design power: 0%
  • Sw Ratio: 37.5%
  • Total net switching power: 0.128 mW
  • Max VDD drop: 20.9 µV
  • Combinational power share: 100.0%
  • LEAKAGE: 3.77 nW
  • Pwr dens: 33.2 nW/µm²
  • Pint: around 0.21 mW
  • Clk network pwr share: 0%

Status
  • Status: completed
## power by group through the flow
| stage | Combinational (mW) | Clock (mW) | Sequential [mW] |
|---|---|---|---|
| after global routing | 0.361 | 0.0000000110 | 0 |
| final | 0.342 | 0.0000000568 | 0 |
| after CTS | 0.345 | 0 | 0 |
## path summary, 6_finish.rpt
path                    from  slack, ns  endpoint
worst max-delay path  sel[0]       3.63      f[9]
worst min-delay path  a0[13]       5.86     f[13]
## metrics by stage
stage	hold WS (ns)	setup WS [ns]	total power, mW	instances
after floorplan	4.97	5.86	0.0973	657
after global placement	5.86	3.59	0.344	1652
after detailed placement	5.86	3.62	0.343	1652
after CTS	5.86	3.60	0.345	1652
after global routing	5.89	3.54	0.361	1653
final	5.86	3.63	0.342	1660
## cell usage after synthesis (all sizes together) (2+ instances only)
| master | count |
|---|---|
| nand3 | 143 |
| buf | 53 |
| nand4 | 52 |
| and3 | 46 |
| mux2 | 43 |
| a22oi | 42 |
| clkbuf | 36 |
| mux2i | 34 |
| a2bb2oi | 24 |
| nand2 | 16 |
| o22ai | 15 |
| a2111oi | 14 |
| o22a | 14 |
| nor2 | 13 |
| or4 | 13 |
| a222oi | 11 |
| a31oi | 9 |
| a32oi | 9 |
| and2 | 9 |
| nor3 | 5 |
| and3b | 4 |
| nand3b | 4 |
| nor2b | 4 |
| nor4bb | 4 |
| a21boi | 3 |
| a21oi | 3 |
| nor4 | 3 |
| o211ai | 3 |
| and4 | 2 |
| and4b | 2 |
| inv | 2 |
| nand2b | 2 |
| nor3b | 2 |
| o21ai | 2 |
| o31ai | 2 |
| or3 | 2 |
## area by class of cell
cell class                 count  area, µm²
multi-input combinational    566       4090
inverter                       2       7.51
antenna                        8       20.0
timing repair buffer         559       5510
fill                        4286      29400
tap                          525        657
## layout by cell type, fill, tap and decap left out, types with 8 or more instances in the layout
cell type and instances:
a2bb2oi_1 24, nand3_1 143, buf_4 26, o22ai_1 15, a32oi_1 9, mux2_2 31, and3_1 46, a22oi_1 40
a31oi_1 9, a222oi_1 11, nand4_1 52, mux2_4 9, clkdlybuf4s50_1 528, nor2_1 11, or4_1 13, mux2i_1 34
a2111oi_0 14, diode_2 8, o22a_1 14, nand2_1 15
## routing by layer
| metal | part of all wire, % | GRT usage [%] |
|---|---|---|
| met1 | 39 | 23.3 |
| met2 | 49 | 33.7 |
| met3 | 11 | 6.70 |
| met4 | 0.79 | 1.26 |
| met5 | 0.21 | 0 |
## kinds of logic after synthesis
group | count (synthesis)
buffers and inverters | 91
multiplexers | 77
AND/OR/NAND/NOR | 329
AND-OR/OR-AND | 160
Power figures rest on the tool's default switching activity, not on a simulated workload.
